### design.v
`timescale 1ns / 1ps
module clock_div(
clk,clk_d
    );
    parameter div_value = 1;
    input clk;
    output clk_d;
    reg clk_d;
    reg count;
    initial begin
    clk_d = 0;
    count = 0;    
    end
    always @ (posedge clk)
    begin
    if (count == div_value)
    begin
        clk_d <= ~clk_d;
        count <= 0;
    end
    else
    count <= count + 1;
    end
endmodule
`timescale 1ns / 1ps
module h_counter(
clk,h_count,trig_v
    );
    input clk;
    output[9:0] h_count;
    output trig_v;
    reg[9:0] h_count;
    reg trig_v;
    initial begin
        h_count <= 0;
        trig_v <= 0;
    end
    always @ (posedge clk)
    begin
        if (h_count < 799)
        begin
            h_count <= h_count + 1;
            trig_v <= 1'b0;       
        end
        else 
        begin
            trig_v <= 1'b1;
            h_count <= 0;        
        end
    end
endmodule
`timescale 1ns / 1ps
module input_btns(
output led0,
    output led1,
    output led2,
    output led3,
    output led4,
    output led5,
    input sw0,
    input sw1,
    input sw2,
    input sw3,
    input sw4,
    input sw5
    );
 assign led0 = sw0;
 assign led1 = sw1;
 assign led2 = sw2;
 assign led3 = sw3;
 assign led4 = sw4;
 assign led5 = sw5;
endmodule
`timescale 1ns / 1ps
module pianoo(
input sw0,
    input sw1,
    input sw2,
    input sw3,
    input sw4,
    input sw5,
input clk,
output h_sync,v_sync,
output [3:0] red,green,blue
    );
    wire clk_d, v_trig, video_on;
    wire [9:0] h_count;
    wire[9:0] v_count;
    wire[9:0] x_loc;
    wire[9:0] y_loc;
    wire btn0,btn1,btn2,btn3,btn4,btn5;
    input_btns in(sw0,sw1,sw2,sw3,sw4,sw5,btn0,btn1,btn2,btn3,btn4,btn5);
    clock_div cd(clk,clk_d);
    h_counter hc(clk_d,h_count,v_trig);
    v_counter vc(clk_d,v_trig,v_count);
    vga_sync vgas(h_count,v_count,x_loc,y_loc,h_sync,v_sync,video_on);
    pixel_gen pg(btn0,btn1,btn2,btn3,btn4,btn5,clk_d,x_loc,y_loc,video_on,red,green,blue);
endmodule
`timescale 1ns / 1ps
module pixel_gen(
input btn0,
input btn1,
input btn2,
input btn3,
input btn4,
input btn5,
input clk_d,
input [9:0] pixel_x,
input [9:0] pixel_y,
input video_on,
output reg [3:0] red = 0,
output reg [3:0] green = 0,
output reg [3:0] blue = 0
);
always @(posedge clk_d) begin
 red <= video_on ? ((pixel_x<=165 & pixel_x>=55 & pixel_y >=90 & pixel_y <=390) ||
(pixel_x<=305 & pixel_x>=195 & pixel_y >=90 & pixel_y <=390)|| (pixel_x<=445 & pixel_x>=335 &
pixel_y >=90 & pixel_y <=390) || 
(pixel_x<=585 & pixel_x>=475 & pixel_y >=90 & pixel_y <=390)? 4'h0:4'hF):(4'h0);
 green <= video_on ? ((pixel_x<=165 & pixel_x>=55 & pixel_y >=90 & pixel_y <=390) ||
(pixel_x<=305 & pixel_x>=195 & pixel_y >=90 & pixel_y <=390)|| (pixel_x<=445 & pixel_x>=335 &
pixel_y >=90 & pixel_y <=390) || 
(pixel_x<=585 & pixel_x>=475 & pixel_y >=90 & pixel_y <=390)? 4'h0:4'hF):(4'h0);
 blue <= video_on ? ((pixel_x<=165 & pixel_x>=55 & pixel_y >=90 & pixel_y <=390) ||
(pixel_x<=305 & pixel_x>=195 & pixel_y >=90 & pixel_y <=390)|| (pixel_x<=445 & pixel_x>=335 &
pixel_y >=90 & pixel_y <=390) || 
(pixel_x<=585 & pixel_x>=475 & pixel_y >=90 & pixel_y <=390)? 4'h0:4'hF):(4'h0);
 end 
endmodule
`timescale 1ns / 1ps
module v_counter(clk,enable_v,v_count);
    input clk;
    input enable_v;
    output[9:0] v_count;
    reg[9:0] v_count;
    initial begin
        v_count = 0;
    end
    always @( posedge clk )
    begin
        if (enable_v & (v_count < 524))
        begin 
                v_count <= v_count + 1;    
        end
        else if (enable_v)
        begin
            v_count <= 0;        
        end
    end
endmodule
`timescale 1ns / 1ps
module vga_sync(
input[9:0] h_count,
input[9:0] v_count,
output[9:0] x_loc,
output [9:0]  y_loc,
output h_sync,v_sync,video_on
    );
    localparam HD = 640;
    localparam HF = 16;
    localparam HB = 48;
    localparam HR = 96;
    localparam VD = 480;
    localparam VF = 10;
    localparam VB = 33;
    localparam VR = 2;
    assign v_sync = (v_count < (VD+VF)) | (v_count >= (VD+VF+VR)); 
    assign h_sync = (h_count < (HD+HF)) | (h_count >= (HD+HF+HR));
    assign video_on = (h_count < HD) & (v_count<VD);
    assign x_loc = h_count;
    assign y_loc = v_count;
endmodule
### run.sh
#!/bin/bash
# OpenROAD 26Q1-2900-gdf79404cd8, Yosys 0.63+post, stock flow scripts
make -C /OpenROAD-flow-scripts/flow DESIGN_CONFIG=/design/flow/config.mk WORK_HOME=/design/flow/orfs finish
### config.mk
export PLATFORM = sky130hd
export DESIGN_NAME = pianoo
export DESIGN_NICKNAME = pianoo
export VERILOG_FILES = /design/flow/design.v
export SDC_FILE = /design/flow/constraint.sdc
export NUM_CORES = 4
export LEC_CHECK = 1
export CORE_AREA = 10 10 102 102
export DIE_AREA = 0 0 112 112
### constraint.sdc
current_design pianoo

set clk_period 1.5
set clk_io_pct 0.2

create_clock -name clk0 -period $clk_period [get_ports {clk}]

set non_clock_inputs [all_inputs -no_clocks]
set_input_delay [expr $clk_period * $clk_io_pct] -clock clk0 $non_clock_inputs
set_output_delay [expr $clk_period * $clk_io_pct] -clock clk0 [all_outputs]
==> flow_summary.json <==
{
  "met3_usage_pct": 1.09,
  "gr-max-usage-layer": "met2",
  "vias": 1071,
  "wl_um": 2540,
  "floorplan.rows": 33,
  "grt_pass1_vias": 973,
  "yosysSeqAreaShare_pct": 40.0,
  "root_buffer": "clkbuf_8",
  "fmax_mhz": 1610,
  "untimed_endpoints": 46,
  "drcViolationCount": 0,
  "cp.buffers_inverters": 1,
  "clockBufferDepth": 2,
  "core_mm2": 0.00822,
  "grt_max_degree": 23,
  "crit_type": "reg -> reg",
  "dieArea_mm2": 0.0125,
  "area_growth_pct": 11.0,
  "synth_area_mm2": 0.00148,
  "cts_tree": "yes",
  "io_pins": 21,
  "first_iter_violations": 50,
  "worst_pin_slew_ns": 0.494,
  "critPathArrivalTime_ns": 0.59,
  "crit_required_ns": 1.47,
  "cts_resized": 0,
  "placed_cell_area_mm2": 0.00159,
  "ys_ff": 24,
  "hold_path.class": "reg -> reg",
  "postCtsHoldBufs": 0,
  "topCellsByArea": "edfxtp_1 (22%), dfxtp_1 (18%), buf_4 (6.1%)",
  "yosys_most_used_dff": "dfxtp_1",
  "leakage_nw": 0.548,
  "fin_crit_sh_pct": 41.5,
  "ir_worst_vdd_mv": 0.358,
  "overflow": 0,
  "openroad.warnings": 35,
  "synth_area_leader_cell": "edfxtp_1",
  "relSlewSlack_pct": 67.0,
  "yosysCellCount": 161,
  "cp_slowest_cell": "edfxtp_1",
  "gp_congestion": 0.806,
  "fin_cells": 261,
  "ys_warn_count": 4,
  "top_area_share_pct": 22.4,
  "dp_cells": 257,
  "edf_count": 11,
  "nFillCells": 889,
  "syn_area_per_cell_um2": 9.17,
  "cp-start-kind": "flop",
  "crit_chain": "inv_1",
  "hpwl_um": 1880,
  "track_usage_pct": 4.00,
  "insertedDiodeCount": 0,
  "fp_util_pct": 18.0,
  "h-tree-depth": 1,
  "unclocked_regs": 22,
  "antenna_found_initial": 0,
  "synthCells": 161,
  "clk_latency_ns": 0.21,
  "firstDrtPassIters": 4,
  "setup_viol": 0,
  "cpPeakStageDelay_ns": 0.34,
  "cts_setup_buffers": 0,
  "hold_viol": 0,
  "die_w_um": 112,
  "status": "finished, final reports clean",
  "wl_per_cell_um": 9.72,
  "yosys_area_mm2": 0.00148,
  "ant_nets": 0,
  "finClkSkew_ns": 0.00669,
  "drv_cap": 0,
  "port_buffers": 14,
  "grt_first_pass_wirelength_um": 4590,
  "slew_viol_final": 0,
  "via_per_inst": 4.10,
  "critical_path.top_delay_family": "flip-flops",
  "grt_util_met1_pct": 5.59,
  "use_met2_pct": 6.29,
  "power_density_mw_per_mm2": 173,
  "drive_gt1_share_pct": 5.13,
  "clkTransAtPathRegs_ns": 0.03,
  "fin_tns_setup_ns": 0,
  "rsz0062_at_grt": "no",
  "numCtsBuffers": 3,
  "min_period_ns": 0.623,
  "synth_cell_types": 46,
  "finalInstanceArea_mm2": 0.00164,
  "dieHeight_um": 112,
  "path_max_fanout": 2,
  "endpoint_kind": "flop",
  "async_reset_ff_share_pct": 0
}
-- registers in the layout, indices dropped and copies added, names as in the netlist --
signal and flops:
hc.h_count 10, vc.v_count 10, pg.red 1, hc.trig_v 1, cd.count 1, cd.clk_d 1
-- Yosys cell counts (all sizes together), types with 2 or more instances --
cell type  instances
nor2              24
buf               19
dfxtp             13
edfxtp            11
inv                9
nand3              8
xnor2              8
nand2              7
xor2               6
clkbuf             5
ha                 5
nand4              5
a2111oi            3
nor3               3
o211ai             3
a211oi             2
a21oi              2
a31oi              2
and3               2
nor2b              2
nor3b              2
nor4               2
o21ai              2
-- through the flow --
stage | setup WS, ns | hold slack (ns) | utilization (%) | total power, mW
floorplan | 0.609 | 0.358 | - | 0.0580
global placement | 0.882 | 0.369 | 19.4 | 0.0580
global route | 0.847 | 0.390 | 19.9 | 0.300
CTS | 0.866 | 0.377 | 19.9 | 0.291
detailed placement | 0.879 | 0.370 | 19.4 | 0.0580
finish | 0.877 | 0.374 | 19.9 | 0.284
-- metal layers --
| layer | vias up | part of all wire (%) | routed length [um] |
|---|---|---|---|
| met2 | 23 | 41 | 1050 |
| met1 | 502 | 51 | 1290 |
| li1 | 544 | - | - |
| met3 | 2 | 7.2 | 184 |
| met4 | 0 | 0.55 | 14 |
| met5 | - | 0 | 0 |
-- final timing paths --
kind	from	endpoint	slack, ns	cells after the start
max	cd.clk_d	cd.clk_d	0.88	1
min	cd.count	cd.count	0.37	1
max reg2reg	cd.clk_d	cd.clk_d	0.88	1
min reg2reg	cd.count	cd.count	0.37	1
-- kinds of logic (layout without fill, tap and decap cells) --
group,count (synthesis),after routing,synth area share (%)
AND/OR/NAND/NOR,60,60,20.0
buffers and inverters,33,28,13.2
AND-OR/OR-AND,25,25,14.2
flip-flops,24,24,40.0
XOR/XNOR,14,14,8.31
adder cells (fa/ha/maj),5,5,4.24
-- cell usage in the layout, fill, tap and decap left out, drive strengths merged, types with 2 or more instances in the layout --
master	synthesis	final
o211ai	3	3
nor2	24	24
dfxtp	13	13
a2111oi	3	3
inv	9	9
clkbuf	5	4
a21oi	2	2
nor4	2	2
and3	2	2
nor3b	2	2
nand2	7	7
nand3	8	8
a211oi	2	2
xnor2	8	8
edfxtp	11	11
nand4	5	5
ha	5	5
clkdlybuf4s50	0	14
nor3	3	3
nor2b	2	2
xor2	6	6
a31oi	2	2
o21ai	2	2
-- final cells by class --
type                            count  area [um2]  area share [%]
Sequential cell                    24         591            36.0
Clock buffer                        4        45.0            2.75
Inverter                            9        33.8            2.06
Timing Repair Buffer               15         148            9.01
Tap cell                          105         131            8.02
Multi-Input combinational cell    104         691            42.1
-- power by group --
part / switching [mW] / internal [mW] / leakage [nW] / total, mW
registers: 0 / 0.0573 / 0.231 / 0.0573
logic: 0 / 0 / 0.295 / 0.000000295
clock network: 0.0458 / 0.180 / 0.0228 / 0.226
Power figures rest on the tool's default switching activity, not on a simulated workload.
